==> ./design.v <==
module oled_fx_char(
    input           clk_50m,
    input           rst_n,
    input  [63:0]   fixed_char,
    input  [6:0]    fixed_x,
    input  [5:0]    fixed_y,
    input           is_run,
    input           dy_active,   
    input           draw_busy,   
    input           draw_done,   
    output reg      fix_active,
    output reg      fix_draw_start,
    output reg [7:0] fix_draw_ascii,
    output reg [6:0] fix_draw_x,
    output reg [3:0] fix_draw_y
);
    reg [63:0] prev_fixed_char;
    reg        fixed_trigger;
    always @(posedge clk_50m or negedge rst_n) begin
        if(!rst_n) begin
            prev_fixed_char <= 64'd0;
            fixed_trigger   <= 1'b0;
        end else begin
            if(fixed_char != prev_fixed_char) begin
                prev_fixed_char <= fixed_char;
                fixed_trigger   <= 1'b1;
            end else if(fixed_trigger && (is_run) && !draw_busy) begin
                fixed_trigger <= 1'b0;
            end
        end
    end
    wire [7:0] C0 = fixed_char[63:56];
    wire [7:0] C1 = fixed_char[55:48];
    wire [7:0] C2 = fixed_char[47:40];
    wire [7:0] C3 = fixed_char[39:32];
    wire [7:0] C4 = fixed_char[31:24];
    wire [7:0] C5 = fixed_char[23:16];
    wire [7:0] C6 = fixed_char[15:8];
    wire [7:0] C7 = fixed_char[7:0];
    reg [2:0]  fix_idx;
    reg        fix_arm;
    always @(posedge clk_50m or negedge rst_n) begin
        if(!rst_n) begin
            fix_active     <= 1'b0;
            fix_idx        <= 0;
            fix_arm        <= 1'b0;
            fix_draw_start <= 1'b0;
            fix_draw_ascii <= 8'd0;
            fix_draw_x     <= 0;
            fix_draw_y     <= 0;
        end else begin
            fix_draw_start <= 1'b0;
            if(fixed_trigger && !fix_active && !dy_active && is_run) begin
                fix_active <= 1'b1;
                fix_idx    <= 0;
                fix_arm    <= 1'b1;
            end
            if(fix_active && fix_arm && !draw_busy) begin
                case(fix_idx)
                    0: if(C0!=0 && C0!=" ") begin
                        fix_draw_start <= 1'b1;
                        fix_draw_ascii <= C0;
                        fix_draw_x     <= fixed_x + 0*8;
                        fix_draw_y     <= fixed_y[3:0];
                    end
                    1: if(C1!=0 && C1!=" ") begin
                        fix_draw_start <= 1'b1;
                        fix_draw_ascii <= C1;
                        fix_draw_x     <= fixed_x + 1*8;
                        fix_draw_y     <= fixed_y[3:0];
                    end
                    2: if(C2!=0 && C2!=" ") begin
                        fix_draw_start <= 1'b1;
                        fix_draw_ascii <= C2;
                        fix_draw_x     <= fixed_x + 2*8;
                        fix_draw_y     <= fixed_y[3:0];
                    end
                    3: if(C3!=0 && C3!=" ") begin
                        fix_draw_start <= 1'b1;
                        fix_draw_ascii <= C3;
                        fix_draw_x     <= fixed_x + 3*8;
                        fix_draw_y     <= fixed_y[3:0];
                    end
                    4: if(C4!=0 && C4!=" ") begin
                        fix_draw_start <= 1'b1;
                        fix_draw_ascii <= C4;
                        fix_draw_x     <= fixed_x + 4*8;
                        fix_draw_y     <= fixed_y[3:0];
                    end
                    5: if(C5!=0 && C5!=" ") begin
                        fix_draw_start <= 1'b1;
                        fix_draw_ascii <= C5;
                        fix_draw_x     <= fixed_x + 5*8;
                        fix_draw_y     <= fixed_y[3:0];
                    end
                    6: if(C6!=0 && C6!=" ") begin
                        fix_draw_start <= 1'b1;
                        fix_draw_ascii <= C6;
                        fix_draw_x     <= fixed_x + 6*8;
                        fix_draw_y     <= fixed_y[3:0];
                    end
                    7: if(C7!=0 && C7!=" ") begin
                        fix_draw_start <= 1'b1;
                        fix_draw_ascii <= C7;
                        fix_draw_x     <= fixed_x + 7*8;
                        fix_draw_y     <= fixed_y[3:0];
                    end
                endcase
                fix_arm <= 1'b0;
            end
            if(fix_active && draw_done) begin
                if(fix_idx != 7) begin
                    fix_idx <= fix_idx + 1;
                    fix_arm <= 1'b1;
                end else begin
                    fix_active <= 1'b0;
                end
            end
        end
    end
endmodule
==> ./run.sh <==
#!/bin/bash
# OpenROAD 26Q1-2900-gdf79404cd8, Yosys 0.63+post, stock flow scripts
make -C /OpenROAD-flow-scripts/flow DESIGN_CONFIG=/design/flow/config.mk WORK_HOME=/design/flow/orfs finish
==> ./config.mk <==
export PLATFORM = sky130hd
export DESIGN_NAME = oled_fx_char
export DESIGN_NICKNAME = oled_fx_char
export VERILOG_FILES = /design/flow/design.v
export SDC_FILE = /design/flow/constraint.sdc
export NUM_CORES = 4
export LEC_CHECK = 1
export CORE_UTILIZATION = 40
==> ./constraint.sdc <==
current_design oled_fx_char

set clk_period 3.6
set clk_io_pct 0.2

create_clock -name clk0 -period $clk_period [get_ports {clk_50m}]

set non_clock_inputs [all_inputs -no_clocks]
set_input_delay [expr $clk_period * $clk_io_pct] -clock clk0 $non_clock_inputs
set_output_delay [expr $clk_period * $clk_io_pct] -clock clk0 [all_outputs]
==> flow_summary.ini <==
; flow metrics
[logic_synthesis]
ys_async_sr_fraction_pct = 100.0
ys_warn_count = 1
synth-edff-count = 0
ys_seq_share_pct = 49.18
flop_cell = dfrtp_1
synth_flops = 90
syn-cell-area_um2 = 4579
syn_inst = 422
avgSynthCellArea_um2 = 10.85
ys_types = 51
ys_cells = 422
ys_chip_area_um2 = 4579

[worst_setup_path]
required_ns = 3.83
crit_path_start_kind = input port
crit_path_end_kind = flop
worstPathCellList = clkdlybuf4s50_1 > or4_4 > or4_4 > o311ai_4 > nor3_4 > buf_4 > mux2_4
cp_slowest_cell = or4_4
path_common_cell = or4_4
arrival_ns = 3.12
max_stage_delay_ns = 0.60
critPathMaxFanout = 13
path_class = in2reg

[sta]
slew_headroom_pct = 52.20
setup_viol = 0
finalHoldViolCount = 0
period_used_pct = 80.24
fin_crit_ns = 2.889
setup_tns_ns = 0
fin_skew_ns = 0.006662
fmax_ghz = 0.3462
worstMarginPinSlew_ns = 0.7147
rsz0062_at_grt = no
drv_slew = 0

[power]
total_power_mw = 3.656
seqPwrFrac_pct = 35.3
powerDensity_nw_per_um2 = 630.3
p_sw_share_pct = 31.54
p_int_mw = 2.503
netSwitchingPower_mw = 1.153
p_leak_nw = 2.359
pwr-share-comb_pct = 39.2
clkPwrFrac_pct = 25.5
ir_drop_uv = 352.5

[grt]
grt_busiest_layer = met1
grt_overflow_total = 0
antenna_found_initial = 0
grt_pass1_vias = 3253
grt_max_degree = 56
grt.total_usage_pct = 21.85
grt_use_met3_pct = 4.631
met2_usage_pct = 30.59
grt_util_met1_pct = 36.70
grt_pass1_wl_mm = 18.37

[route]
antenna_cells = 0
drc_errors = 0
drt_iter0_drc = 255
vias_per_cell = 5.411
ant_nets = 0
finalWirelength_mm = 11.68
wl_per_cell_um = 19.18
vias = 3295
dr.pass1.iters = 6

[placement]
place.gp.congestion = 0.8844
port_buffers = 101
dp_hpwl_mm = 9.127

[clock_tree]
cts_root_buf = clkbuf_16
numCtsBuffers = 9
holdBufCountCts = 0
clockBufferDepth = 2
clock_latency_ns = 0.34
path_clk_slew_ns = 0.07
cts_resized = 0
cts_setup_buffers = 0
cts_tree = yes
htreeDepth = 3
cts.sinks = 90

[flow_run]
warnings = 32
drv_cap = 0

[die]
fp_util_pct = 41.70
die_w_um = 109.0
num_rows = 38
die_h_um = 109.0
die_area_um2 = 11880
core_area_um2 = 10980
pin_count = 104

[finish]
lay_top_count = clkdlybuf4s50_1
syn2layout_area_growth_pct = 26.67
num-fill-cells = 959
drive_above_1_share_pct = 10.87
lay_top_cells = clkdlybuf4s50_1, dfrtp_1, xor2_1

[outcome]
status = finished, final reports clean

[min_path]
hp-class = in2async
==> sequential cells by signal, summed over array words and instances (netlist names), 3 cells and up <==
name and flops:
fix_draw_y 4, fix_idx 3, fix_draw_ascii 8, fix_draw_x 7, prev_fixed_char 64
==> worst max-delay path: cells and delay by family <==
family | cells | cell delay [ns]
AOI/OAI and AO/OA | 1 | 0.11
buffers and inverters | 2 | 0.71
muxes | 1 | 0.30
and+or+nand+nor | 3 | 1.28
==> logic make-up after synthesis <==
group / synth area share [%]
XOR/XNOR: 12.43
flip-flops: 49.18
AND-OR/OR-AND: 9.727
buffers and inverters: 7.240
adder cells (fa/ha/maj): 3.333
multiplexers: 6.612
AND/OR/NAND/NOR: 11.48
==> synthesized netlist by cell type, types with 10 or more instances <==
library cell,count,area [um2]
dfrtp_1,90,2252
mux2_2,14,157.7
nor2_1,12,45.04
nor4_1,18,112.6
nand4_1,11,68.82
a222oi_1,12,120.1
clkbuf_1,71,266.5
a31oi_1,10,62.56
xor2_1,46,402.9
nand2_1,19,71.32
xnor2_1,19,166.4
==> worst paths after layout <==
kind                                           start                              end  slack [ns]  cells after the start
min reg2reg                fix_draw_y[1]$_DFFE_PN0P_        fix_draw_y[1]$_DFFE_PN0P_        0.51                      1
max                                    fixed_char[2]        fix_draw_y[3]$_DFFE_PN0P_        0.71                      7
max reg2reg                     fix_idx[0]$_DFF_PN0_        fix_draw_x[5]$_DFFE_PN0P_        0.91                      8
min                                            rst_n  prev_fixed_char[48]$_DFFE_PN0P_        0.42                      1
max in group asynchronous                      rst_n  prev_fixed_char[60]$_DFFE_PN0P_        2.27                      2
min in group clk0          fix_draw_y[1]$_DFFE_PN0P_        fix_draw_y[1]$_DFFE_PN0P_        0.51                      1
==> stage by stage <==
| stage | utilization, % | cells | worst slack, ns | hold WS [ns] | area (um2) |
|---|---|---|---|---|---|
| after floorplan | - | 422 | 1.038 | 0.4244 | 4579 |
| final | 52.81 | 609 | 0.7112 | 0.4207 | 5801 |
| after global routing | 52.81 | 609 | 0.6518 | 0.4811 | 5801 |
| after CTS | 52.81 | 609 | 0.7072 | 0.4478 | 5801 |
| after global placement | 50.10 | 594 | 0.3808 | 0.4894 | 5503 |
| after detailed placement | 50.10 | 594 | 0.3556 | 0.4960 | 5503 |
==> power groups by stage <==
stage | Sequential [mW] | Combinational (mW) | Clock [mW]
4_1_cts | 1.29 | 1.44 | 0.951
5_1_grt | 1.31 | 1.57 | 1.00
6_report | 1.29 | 1.43 | 0.932
==> cell type report <==
cell class              instances  area, um2  share of cell area (%)
flip-flops and latches         90       2252                   38.83
multi-input cells             250       1996                   34.40
repair buffers                107       1054                   18.16
clock buffers                   9      225.2                   3.883
well taps                     140      175.2                   3.020
clock inverters                 6      72.57                   1.251
inverters                       7      26.28                  0.4530
==> routing by layer <==
layer / vias up / share of wire (%)
li1: 1542 / -
met1: 1584 / 48
met2: 152 / 43
met3: 17 / 7.2
met4: 0 / 1.8
met5: - / 0
Power and IR drop assume default switching activity.
